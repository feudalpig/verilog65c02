--- flow/config.mk ---
export PLATFORM = sky130hd
export DESIGN_NAME = internal_address_bus_low
export DESIGN_NICKNAME = internal_address_bus_low
export VERILOG_FILES = /design/flow/design.v
export SDC_FILE = /design/flow/constraint.sdc
export NUM_CORES = 4
export LEC_CHECK = 1
export CORE_AREA = 10 10 70 70
export DIE_AREA = 0 0 80 80
--- flow/constraint.sdc ---
current_design internal_address_bus_low

set clk_period 3.5
set clk_io_pct 0.2

create_clock -name clk0 -period $clk_period

set non_clock_inputs [all_inputs -no_clocks]
set_input_delay [expr $clk_period * $clk_io_pct] -clock clk0 $non_clock_inputs
set_output_delay [expr $clk_period * $clk_io_pct] -clock clk0 [all_outputs]
--- flow/design.v ---
`timescale 1ns / 1ps
module internal_address_bus_low #(parameter WIDTH = 8)(
    input [3:0] CNTL,
    input [WIDTH-1:0] IN0,
    input [WIDTH-1:0] IN1,
    input [WIDTH-1:0] IN2,
    input [WIDTH-1:0] IN3,
    output reg [WIDTH-1:0] OUT
    );
    always @(CNTL)
        casex (CNTL)
            8'b0001: OUT = IN0;
            8'b001x: OUT = IN1;
            8'b01xx: OUT = IN2;
            8'b1xxx: OUT = IN3;
            default: OUT = 0;
        endcase
endmodule
--- flow/run.sh ---
#!/bin/bash
# OpenROAD 26Q1-2900-gdf79404cd8, Yosys 0.63+post, stock flow scripts
make -C /OpenROAD-flow-scripts/flow DESIGN_CONFIG=/design/flow/config.mk WORK_HOME=/design/flow/orfs finish
==> metrics.cfg <==
[run_status]
status=completed

[layout]
nClkBuffers=0
n_sequential_cell=0
fill_cells=378
regArea_um2=0
logic_area_um2=190
drive_gt1_share_pct=9.21
syn2layout_area_growth_pct=231

[power]
power_density_nw_per_um2=111
ir_worst_vdd_mv=0.0299
switching_share_pct=25.3
pwr-share-comb_pct=100.0
intPower_mw=0.0607
leakagePower_nw=0.251
power_frac_seq_pct=0
p_clk_share_pct=0
power.switching_mw=0.0206

[floorplan]
fp.coreArea_um2=3420
fp.dieW_um=80
rows=21
dieHeight_um=80
fp-utilization_pct=6.48
die_area_um2=6400
io_pins=44

[place]
gp_congestion=0.695
post-place-ws_ps=465
dp_hpwl_um=1540
portBuffers=44

[yosys]
yosysUniqueCellTypes=7
topCellsByArea=a22oi_1 (54%), o21ai_0 (18%), nor4b_4 (11%), buf_6 (10%), nor2b_1 (2.8%)
top_area_share_pct=54.2
yosys_area_um2=221
seq_area_frac_synth_pct=0
top_cells_by_count=a22oi_1 (16), o21ai_0 (8), buf_6 (2)
ys_cells=30
syn_inst=30
most_common_cell=a22oi_1
top_area_cell=a22oi_1
avgSynthCellArea_um2=7.38
syn_area_um2=221
synth_warnings=1

[routing]
drc_errors=0
ant_nets=0
wirelength_um=1730
wl_per_cell_um=14.2
routed-via-count=435
drt-initial-drc-count=13
antenna_cells=0
firstDrtPassIters=4
via_per_inst=3.57

[worst_hold_path]
hp-class=in2out
holdPathEnd=OUT[0]
hold_path_depth=4
min-delay-start=IN1[0]

[sta]
worst_pin_slew_ps=209
rsz0062_at_grt=no
hold_viol=0
min_period_ps=3030
fin_ws_ps=472
period_used_pct=86.5
slew_headroom_pct=86.0
slew_violations=0
tns_ps=0
setup_violations=0
hold_slack_ps=2410
fmax_mhz=330

[critical_path]
criticalPathCategory=in2out
cp_num_buf_inv=3
slowest_stage=clkdlybuf4s50_1
path_cells=clkdlybuf4s50_1 > nor2b_1 > buf_4 > a22oi_1 > o21ai_0 > clkdlybuf4s50_1
cp.required_ps=2800
cp_max_fo=6
cp.depth=6
endpoint_kind=primary output
arrival_ps=2330
slowest_delay_ps=520
startpoint_type=input pin
critPathTopFamily=buffers and inverters
path_common_cell=clkdlybuf4s50_1

[grt]
antenna_found_initial=0
grt_overflow_total=0
grt_max_degree=17
grtUsageTotal_pct=5.03
first_global_vias=438
grt_pass1_wl_um=2500

[job]
warning_count=32
drv_cap=0

[clock_tree]
post_cts_buffers=0
ctsResizeCount=0
cts_hold_buf=0

## power by group through the flow
stage | sequential (mW) | combinational (mW) | clock (mW)
global route | 0 | 0.0886 | 0
CTS | 0 | 0.0825 | 0
finish | 0 | 0.0813 | 0
## metal layers
layer  routed length [µm]  track usage (%)  up-vias
li1                     -                -      220
met5                    0                0        -
met1                  770             6.99      189
met2                  723             7.22       26
met4                    0                0        0
met3                  240             2.50        0
## layout by cell type (no fill, tap or decap)
cell / count
clkdlybuf4s50_1: 44
a22oi_1: 16
o21ai_0: 8
buf_4: 6
nor2b_1: 1
nor4b_4: 1
## cell type report
| class | instances | area share, % |
|---|---|---|
| multi-input combinational | 26 | 25.9 |
| tap | 46 | 7.85 |
| timing repair buffer | 50 | 66.2 |
## kinds of logic after synthesis
logic type      Yosys count  synth area share, %
simple gates              2                 13.6
compound gates           24                 72.3
buf+inv                   4                 14.1
## stage by stage
stage	cells	instance area [µm²]	util, %	power (mW)
final	122	733	21.5	0.0813
after global routing	122	733	21.5	0.0886
after CTS	122	733	21.5	0.0825
after detailed placement	122	733	21.5	0.0820
after global placement	122	733	21.5	0.0811
after floorplan	30	221	-	0.0188
## how the worst max path moves through the flow
stage	startpoint	end	slack, ps
after CTS	CNTL[3]	OUT[7]	460
after global routing	CNTL[3]	OUT[1]	370
final	CNTL[1]	OUT[6]	470
Power and IR drop assume default switching activity.
