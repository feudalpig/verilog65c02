--- /design/flow/run.sh ---
#!/bin/bash
# OpenROAD 26Q1-2900-gdf79404cd8, Yosys 0.63+post, stock flow scripts
make -C /OpenROAD-flow-scripts/flow DESIGN_CONFIG=/design/flow/config.mk WORK_HOME=/design/flow/orfs finish
--- /design/flow/config.mk ---
export PLATFORM = sky130hd
export DESIGN_NAME = internal_data_bus
export DESIGN_NICKNAME = internal_data_bus
export VERILOG_FILES = /design/flow/design.v
export SDC_FILE = /design/flow/constraint.sdc
export NUM_CORES = 4
export LEC_CHECK = 1
export CORE_AREA = 10 10 70 70
export DIE_AREA = 0 0 80 80
--- /design/flow/constraint.sdc ---
current_design internal_data_bus

set clk_period 4.9
set clk_io_pct 0.2

create_clock -name clk0 -period $clk_period

set non_clock_inputs [all_inputs -no_clocks]
set_input_delay [expr $clk_period * $clk_io_pct] -clock clk0 $non_clock_inputs
set_output_delay [expr $clk_period * $clk_io_pct] -clock clk0 [all_outputs]
--- /design/flow/design.v ---
`timescale 1ns / 1ps
module internal_data_bus #(parameter WIDTH = 8)(
    input [8:0] CNTL,
    input [WIDTH-1:0] IN0,
    input [WIDTH-1:0] IN1,
    input [WIDTH-1:0] IN2,
    input [WIDTH-1:0] IN3,
    input [WIDTH-1:0] IN4,
    input [WIDTH-1:0] IN5,
    input [WIDTH-1:0] IN6,
    input [WIDTH-1:0] IN7,
    output reg [WIDTH-1:0] OUT
    );
    always @(CNTL)
        casex (CNTL)
            8'b00000001: OUT = IN0;
            8'b0000001x: OUT = IN1;
            8'b000001xx: OUT = IN2;
            8'b00001xxx: OUT = IN3;
            8'b0001xxxx: OUT = IN4;
            8'b001xxxxx: OUT = IN5;
            8'b01xxxxxx: OUT = IN6;
            8'b1xxxxxxx: OUT = IN7;
            default: OUT = 0;
        endcase
endmodule
==> impl_metrics.tcl <==
# implementation run metrics
set metrics [dict create \
    yosys.stat.seqShare 0 \
    holdPathEnd "OUT[3]" \
    area_growth_syn_to_layout_pct 150 \
    cpPeakStageDelay_ns 0.65 \
    syn_area_um2 563 \
    crit_family "simple AND/OR/NAND/NOR gates" \
    critPathLaunchType "input pin" \
    worstPathRequired_ns 3.92 \
    outcome "finished, final reports clean" \
    antenna_found_initial 0 \
    fin_setup_tns_ns 0 \
    maxCapViolCount 0 \
    power_leakage_nw 0.484 \
    die_y_um 80 \
    clkbuf_count 0 \
    area_leaders "a221oi_1 (16%), nand2_1 (12%), a221o_1 (11%)" \
    power_frac_comb 1.000 \
    die_w_um 80 \
    place_inst 211 \
    finalClockPeriodUsage 0.876 \
    syn_avg_cell_area_um2 6.33 \
    wl_per_cell_um 15.1 \
    hold_class "input pin to output pin" \
    grt_max_degree 18 \
    grt_pass1_wl_mm 4.91 \
    drive_gt1_frac 0.0364 \
    syn_inst 89 \
    common_cells "nand2_1 (18), nand3_1 (12), a221oi_1 (10), a21oi_1 (8), nand3b_1 (8)" \
    grt_pass1_vias 1046 \
    top_area_cell "a221oi_1" \
    rows 21 \
    worstMarginPinSlew_ns 0.698 \
    drtAntennaViolNets 0 \
    grt_use_total 0.0921 \
    criticalPathCategory "input pin to output pin" \
    routed_wl_mm 3.18 \
    fp-utilization 0.165 \
    hold_buffers 0 \
    yosysMostFrequentCell "nand2_1" \
    vias_per_cell 4.58 \
    hold_depth 4 \
    flop_area_um2 0 \
    cp.buffers_inverters 2 \
    slew_violations 0 \
    fill_cells 348 \
    final-setup-viol-count 0 \
    netSwitchingPower_w 0.0000278 \
    final_cells 211 \
    p_seq_frac 0 \
    cp-end-kind "output pin" \
    utilization 0.412 \
    routabilityCongestion 0.792 \
    cts_resized 0 \
    p_int_w 0.0000734 \
    grt-ovfl-total 0 \
    rsz0062_at_grt "no" \
    dieArea_um2 6400 \
    yosys.area.top_type_share 0.156 \
    synthDistinctLibCells 19 \
    power.density_nw_per_um2 72.0 \
    min_from "IN0[3]" \
    fin_crit_ns 4.29 \
    critPathSlowestCell "or4_4" \
    slew_headroom 0.533 \
    post-dp-hpwl_mm 2.88 \
    crit_arrival_ns 3.31 \
    crit_chain "clkdlybuf4s50_1, or4_4, nor4b_4, nand2_1, nand3_1, clkdlybuf4s50_1" \
    first_pass_iters 4 \
    ys_cells 89 \
    ys_warn_count 1 \
    power_switching_share 0.275 \
    crit_fanout 10 \
    cts_setup_buffers 0 \
    yosys_area_um2 563 \
    hold_violations 0 \
    vias 966 \
    io_pins 81 \
    drc 0 \
    crit_top_cell "clkdlybuf4s50_1" \
    pwr-share-clk 0 \
    io_buffer_count 81 \
    core_um2 3420 \
    flop-count 0 \
    first_iter_violations 31 \
    hold_slack_ns 2.89 \
    insertedDiodeCount 0 \
    ir_worst_vdd_v 0.0000306 \
    tool_warnings 32 \
    max_freq_ghz 0.233 \
]
-- cells in the final DEF (no fill, tap or decap) --
master           Yosys  layout
nand3b_1             8       8
a221o_1              6       6
nand2_1             18      18
nand2b_1             6       6
or4_4                1       1
buf_4                0       1
nand3_1             12      12
clkdlybuf4s50_1      0      81
a221oi_1            10      10
o21ai_1              2       2
nor2_2               2       2
nor4b_4              1       1
nor2b_1              4       4
inv_1                1       1
nor4b_2              1       1
o21ai_0              2       2
a21oi_1              8       8
or2_1                1       1
-- final cells by class --
cell class / instances / area (um2) / share of cell area
repair buffers: 82 / 818 / 0.582
multi-input cells: 82 / 527 / 0.375
well taps: 46 / 57.6 / 0.0409
inverters: 1 / 3.75 / 0.00267
-- power groups by stage --
stage / logic [W] / clock network (W) / registers (W)
5_1_grt: 0.000110 / 0 / 0
6_report: 0.000101 / 0 / 0
4_1_cts: 0.000102 / 0 / 0
-- through the flow --
| step | area (um2) | worst slack, ns | total power, W |
|---|---|---|---|
| global placement | 1410 | 0.632 | 0.000102 |
| floorplan | 563 | 1.75 | 0.0000277 |
| detailed placement | 1410 | 0.588 | 0.000102 |
| finish | 1410 | 0.606 | 0.000101 |
| CTS | 1410 | 0.590 | 0.000102 |
| global route | 1410 | 0.461 | 0.000110 |
-- tightest hold or removal path, stage by stage --
cell,delay (ns)
clkdlybuf4s50_1,0.40
nand2_1,0.05
nand3_1,0.07
clkdlybuf4s50_1,0.41
-- kinds of logic after synthesis --
kind of cell    count (synthesis)  synth area share
compound gates                 28             0.369
simple gates                   54             0.567
buf+inv                         7            0.0644
-- worst max-delay path by stage --
| stage | depth (start not counted) | start | slack, ns | end |
|---|---|---|---|---|
| CTS | 6 | CNTL[8] | 0.59 | OUT[4] |
| global route | 6 | CNTL[8] | 0.46 | OUT[6] |
| finish | 6 | CNTL[8] | 0.61 | OUT[4] |
-- per-layer routing --
layer | wire length (um) | vias to the layer above | GRT usage
li1 | - | 503 | -
met1 | 1330 | 423 | 0.115
met2 | 1540 | 40 | 0.157
met3 | 309 | 0 | 0.0318
met4 | 0 | 0 | 0
met5 | 0 | - | 0
Power and IR drop assume default switching activity.
