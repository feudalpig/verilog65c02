===== design/flow/config.mk =====
export PLATFORM = sky130hd
export DESIGN_NAME = internal_address_bus_high
export DESIGN_NICKNAME = internal_address_bus_high
export VERILOG_FILES = /design/flow/design.v
export SDC_FILE = /design/flow/constraint.sdc
export NUM_CORES = 4
export LEC_CHECK = 1
export CORE_AREA = 10 10 70 70
export DIE_AREA = 0 0 80 80

===== design/flow/constraint.sdc =====
current_design internal_address_bus_high

set clk_period 1.9
set clk_io_pct 0.2

create_clock -name clk0 -period $clk_period

set non_clock_inputs [all_inputs -no_clocks]
set_input_delay [expr $clk_period * $clk_io_pct] -clock clk0 $non_clock_inputs
set_output_delay [expr $clk_period * $clk_io_pct] -clock clk0 [all_outputs]

===== design/flow/design.v =====
`timescale 1ns / 1ps
module internal_address_bus_high #(parameter WIDTH = 8)(
    input [2:0] CNTL,
    input [WIDTH-1:0] IN0,
    input [WIDTH-1:0] IN1,
    input [WIDTH-1:0] IN2,
    output reg [WIDTH-1:0] OUT
    );
    always @(CNTL)
        casex (CNTL)
            8'b001: OUT = IN0;
            8'b01x: OUT = IN1;
            8'b1xx: OUT = IN2;
            default: OUT = 0;
        endcase
endmodule

===== design/flow/run.sh =====
#!/bin/bash
# OpenROAD 26Q1-2900-gdf79404cd8, Yosys 0.63+post, stock flow scripts
make -C /OpenROAD-flow-scripts/flow DESIGN_CONFIG=/design/flow/config.mk WORK_HOME=/design/flow/orfs finish

==> run_results.csv <==
group,metric,value,unit
detailed_routing,diodes,0,
place,dp_hpwl,1023,µm
power,switchingPower,0.03642,mW
sta,worstMarginPinSlew,0.1737,ns
run,tool_warnings,33,
setup_path,start_kind,"input port",
setup_path,worst-setup-path-type,"in -> out",
sta,slew_headroom,0.8842,
setup_path,critPathArrivalTime,1.48,ns
sta,post-route-period-util,0.9765,
sta,finalHoldViolations,0,
power,ir_drop,0.00001776,V
global_routing,grt_overflow,0,
global_routing,first_global_vias,398,
synthesis,syn_inst,35,
global_routing,grt_first_pass_wirelength,1952,µm
detailed_routing,drtPass1Iterations,2,
global_routing,grt_util_all_layers,0.03671,
detailed_routing,drc,0,
global_routing,antenna_found_initial,0,
floorplan,core,0.003416,mm²
setup_path,cp-end-kind,"output port",
detailed_routing,vias_per_cell,3.230,
finish,areaGrowthSynthToFinish,214.9,%
sta,holdWs,1.389,ns
sta,period_needed,1.855,ns
power,powerDensity,190.3,mW/mm²
synthesis,compound_area_frac,0.3829,
finish,seqCellArea,0,µm²
synthesis,syn_avg_cell_area,6.256,µm²
synthesis,synth_seq_share,0,
floorplan,rows,21,
floorplan,fp_util,0.06410,
cts,cts_hold_buf,0,
synthesis,ys_chip_area,219.0,µm²
synthesis,ys_sh_mux,0,
synthesis,ys_cells,35,
status,outcome,"finished, final reports clean",
power,seq_power_share,0,
finish,finish.utilization,0.2018,
power,p_int,0.09480,mW
power,p_clk_frac,0,
synthesis,yosysWarnings,1,
power,power,0.1312,mW
finish,drive_gt1_frac,0.1974,
detailed_routing,vias,394,
detailed_routing,drtIter0Drc,2,
detailed_routing,ant_nets,0,
worst_hold_path,hold_path.class,"in -> out",
floorplan,die_h,80,µm
sta,setup_viol,0,
setup_path,cp_max_fo,4,
floorplan,io-pin-count,35,
power,switching_share,0.2776,
power,combPwrFrac,1.000,
sta,clock.fmax,539.0,MHz
setup_path,critPathRequiredTime,1.52,ns
detailed_routing,wl,1336,µm
synthesis,netlist_area,219.0,µm²
synthesis,xor_share,0,
place,portBuffers,35,
floorplan,die_w,80,µm
detailed_routing,avgRoutedWirePerCell,10.95,µm
synthesis,synthDistinctLibCells,8,
run,cap_violations,0,
sta,slew_violations,0,
floorplan,chipArea,0.006400,mm²
sta,rsz0062_at_grt,"false",
synthesis,synth.cellmix.adderShare,0,
finish,design_area,689.4,µm²
finish,seq_cells,0,
global_routing,grt_max_degree,17,
place,place_congestion,0.8335,
place,post_dp_cell_area,638.1,µm²
finish,n_clock_buffer,0,
synthesis,top_logic_kind,"simple AND/OR/NAND/NOR gates",
synthesis,ys_sh_simple,0.5086,
power,static-leakage-power,0.2554,nW
==> cell usage after synthesis <==
| master | n | area [µm²] |
|---|---|---|
| a21oi_1 | 15 | 75.07 |
| nand3b_1 | 8 | 60.06 |
| nor2b_1 | 7 | 43.79 |
| a21oi_2 | 1 | 8.760 |
| and2b_1 | 1 | 7.510 |
| buf_2 | 1 | 5.000 |
| buf_4 | 1 | 7.510 |
| buf_6 | 1 | 11.26 |
==> cells by family (layout without fill, tap and decap cells) <==
family / Yosys count / after routing
AND/OR/NAND/NOR: 16 / 16
buffers and inverters: 3 / 44
AND-OR/OR-AND: 16 / 16
==> placed cells by master, fill, tap and decap left out, drive strengths merged <==
cell / instances
nor2b: 7
a21oi: 16
clkdlybuf4s50: 25
nand3b: 8
and2b: 1
dlygate4sd2: 5
buf: 11
clkdlybuf4s15: 3
==> layout make-up <==
cell class,count,area [µm²]
multi-input combinational,32,206.4
tap,46,57.56
timing repair buffer,44,425.4
fill,363,2726
==> path summary, 6_finish.rpt <==
path / start / end / slack (ns) / cells after the start
setup / recovery: CNTL[0] / OUT[5] / 0.04 / 6
hold / removal: CNTL[2] / OUT[1] / 1.39 / 5
==> metrics by stage <==
stage	std cells	setup WS, ns	setup TNS (ns)
finish	122	0.04469	0
global route	122	0.0008524	0
CTS	122	-0.03931	-0.03931
detailed placement	116	-0.2317	-1.775
global placement	116	-0.2252	-1.712
floorplan	35	0.7809	0
==> power groups by stage <==
stage         sequential [mW]  clock (mW)  combinational (mW)
CTS                         0           0               0.128
finish                      0           0               0.131
global route                0           0               0.143
==> worst max-delay path, stage by stage <==
cell and delay [ns]:
clkdlybuf4s50_1 0.47, buf_6 0.10, buf_4 0.10, nand3b_1 0.09
a21oi_2 0.12, dlygate4sd2_1 0.21
==> layer usage <==
metal,track usage,part of all wire,up-vias,routed length (µm)
li1,-,-,209,-
met1,0.05076,0.49,158,660
met2,0.05698,0.36,27,476
met3,0.01250,0.15,0,198
met4,0,0,0,0
met5,0,0,-,0
==> what timing repair did <==
| item | in CTS | in global routing |
|---|---|---|
| endpoints found under the hold margin | 0 | 0 |
| gates cloned | 1 | 0 |
| gates resized | 16 | 9 |
| buffers inserted | 5 | 0 |
| pin swaps | 7 | 6 |
| setup endpoints to repair | 8 | 6 |
Power figures rest on the tool's default switching activity, not on a simulated workload.
